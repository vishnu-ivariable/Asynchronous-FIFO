File: flow/run.sh
#!/bin/bash
# OpenROAD 26Q1-2900-gdf79404cd8, Yosys 0.63+post, stock flow scripts
make -C /OpenROAD-flow-scripts/flow DESIGN_CONFIG=/design/flow/config.mk WORK_HOME=/design/flow/orfs finish
File: flow/config.mk
export PLATFORM = sky130hd
export DESIGN_NAME = async_fifo
export DESIGN_NICKNAME = async_fifo
export VERILOG_FILES = /design/flow/design.v
export SDC_FILE = /design/flow/constraint.sdc
export NUM_CORES = 4
export LEC_CHECK = 1
export CORE_UTILIZATION = 50
File: flow/constraint.sdc
current_design async_fifo

set clk_period 3.6
set clk_io_pct 0.2

create_clock -name clk0 -period $clk_period [get_ports {rclk}]
create_clock -name clk1 -period $clk_period [get_ports {wclk}]

set non_clock_inputs [all_inputs -no_clocks]
set_input_delay [expr $clk_period * $clk_io_pct] -clock clk0 $non_clock_inputs
set_output_delay [expr $clk_period * $clk_io_pct] -clock clk0 [all_outputs]
File: flow/design.v
`timescale 1ns / 1ps
module async_fifo#(parameter DSIZE =8,
                    parameter ASIZE =4)(
                   input [DSIZE-1:0] wdata,
                   input winc,wclk,wrst_n,
                   input rinc,rclk,rrst_n,
                   output [DSIZE-1:0] rdata,
                   output wfull,rempty);
  wire [ASIZE-1:0] waddr, raddr;
    wire [ASIZE:0] wptr, rptr, wq2_rptr, rq2_wptr;
    two_ff_sync #(ASIZE+1) sync_r2w (        
        .q2(wq2_rptr), 
        .din(rptr),
        .clk(wclk), 
        .rst_n(wrst_n)
    );
    two_ff_sync #(ASIZE+1) sync_w2r (        
        .q2(rq2_wptr), 
        .din(wptr),
        .clk(rclk), 
        .rst_n(rrst_n)
    );
    fifo_mem #(DSIZE, ASIZE) fifomem(     
        .rdata(rdata), 
        .wdata(wdata),
        .waddr(waddr), 
        .raddr(raddr),
        .wclk_en(winc), 
        .wfull(wfull),
        .wclk(wclk)
    );
    rd_ptr_handlr #(ASIZE) rptr_empty(          
        .rempty(rempty),
        .raddr(raddr),
        .rptr(rptr), 
        .rq2_wptr(rq2_wptr),
        .rinc(rinc), 
        .rclk(rclk),
        .rrst_n(rrst_n)
    );
    wr_ptr_handlr #(ASIZE) wptr_full(            
        .wfull(wfull), 
        .waddr(waddr),
        .wptr(wptr), 
        .wq2_rptr(wq2_rptr),
        .winc(winc), 
        .wclk(wclk),
        .wrst_n(wrst_n)
    );
endmodule
`timescale 1ns / 1ps
module fifo_mem#(parameter DATA_SIZE = 8,
    parameter ADDR_SIZE = 4)(
    output [DATA_SIZE-1:0] rdata,         
    input [DATA_SIZE-1:0] wdata,          
    input [ADDR_SIZE-1:0] waddr, raddr,   
    input wclk_en, wfull, wclk           
    );
    localparam DEPTH = 1<<ADDR_SIZE;      
    reg [DATA_SIZE-1:0] mem [0:DEPTH-1]; 
    assign rdata = mem[raddr];           
    always @(posedge wclk)
        if (wclk_en && !wfull) mem[waddr] <= wdata;  
endmodule
`timescale 1ns / 1ps
module rd_ptr_handlr#(parameter ADDR_SIZE = 4)(
    output reg rempty,                   
    output [ADDR_SIZE-1:0] raddr,        
    output reg [ADDR_SIZE :0] rptr,      
    input [ADDR_SIZE :0] rq2_wptr,       
    input rinc, rclk, rrst_n             
    );
    reg [ADDR_SIZE:0] rbin;                      
    wire [ADDR_SIZE:0] rgray_next, rbin_next;    
    wire rempty_val;                             
    always @(posedge rclk or negedge rrst_n) begin
        if (!rrst_n)                 
            {rbin, rptr} <= 0;
        else 
            {rbin, rptr} <= {rbin_next, rgray_next};   
    end
    assign raddr = rbin[ADDR_SIZE-1:0];                  
    assign rbin_next = rbin + (rinc & ~rempty);          
    assign rgray_next = (rbin_next>>1) ^ rbin_next;      
    assign rempty_val = (rgray_next == rq2_wptr);        
    always @(posedge rclk or negedge rrst_n) begin
        if (!rrst_n)                 
            rempty <= 1'b1;
        else 
            rempty <= rempty_val;   
    end
endmodule
`timescale 1ns / 1ps
module two_ff_sync #(parameter SIZE =4)(input [SIZE -1:0] din,
                    input clk,rst_n,
                    output reg [SIZE-1:0] q2);
reg [SIZE-1:0] q1;
always@(posedge clk or negedge rst_n) begin
    if(!rst_n)
        {q2,q1} <= 0;
    else
        {q2,q1}<={q1,din};
end 
endmodule
`timescale 1ns / 1ps
module wr_ptr_handlr #(parameter ADDR_SIZE =4)(
                        input winc,wclk,wrst_n,
                        input [ADDR_SIZE :0] wq2_rptr,
                        output [ADDR_SIZE-1:0] waddr,
                        output reg [ADDR_SIZE :0] wptr,
                        output reg wfull);
reg [ADDR_SIZE:0] wbin;
wire [ADDR_SIZE:0] wgray_next,wbin_next;
wire wfull_val;
always@(posedge wclk or negedge wrst_n) begin 
if (!wrst_n)
    {wbin,wptr} <=0;
else 
    {wbin,wptr} <= {wbin_next,wgray_next};
end 
assign waddr = wbin[ADDR_SIZE-1:0];
assign wbin_next = wbin + (winc & ~wfull);
assign wgray_next = (wbin_next>>1)^wbin_next;
assign wfull_val = (wgray_next=={~wq2_rptr[ADDR_SIZE:ADDR_SIZE-1], wq2_rptr[ADDR_SIZE-2:0]});
always @(posedge wclk or negedge wrst_n) begin
    if (!wrst_n)             
        wfull <= 1'b0;
    else 
        wfull <= wfull_val;  
end
endmodule
==> flow_summary.yaml <==
# flow metrics
hold_path:
  hold_depth: 0
  hp-start: "rptr_empty.rptr[3]$_DFF_PN0_"
  min_to: "sync_r2w.q1[3]$_DFF_PN0_"
  hold_path.class: "register to register"
logic_synthesis:
  ys_chip_area_mm2: 0.00636
  largest_area_cell: "edfxtp_1"
  ys_cells: 322
  synth_area_mm2: 0.00636
  synth_warnings: 4
  yosys-top-cells-area: "edfxtp_1 (60%), dfrtp_1 (15%), mux4_2 (11%), a22oi_1 (1.9%), xor2_1 (1.8%)"
  netlist-cell-type-count: 28
  syn_inst: 322
  ys_ff: 168
  synthArstFlopShare_pct: 23.8
  yosysSeqAreaShare_pct: 76.2
  synth-edff-count: 128
  ys.flop_type: "edfxtp_1"
  yosysTopAreaCellShare_pct: 60.4
  syn_avg_cell_area_um2: 19.8
die:
  dieWidth_um: 115
  die_y_um: 115
  rows: 40
  dieArea_mm2: 0.0132
  core_area_mm2: 0.0122
  io_pins: 24
  fp_util_pct: 52.1
global_routing:
  overflow: 0
  grt_max_degree: 36
  grt_usage_pct: 22.1
  grt_pass1_wl_um: 18700
  antenna_found_initial: 0
  first_global_vias: 3377
setup_path:
  reg2reg_depth: 7
  r2r-start: "rptr_empty.rempty$_DFF_PN1_"
  cp_cell_sequence: "buf_4, mux4_2, a22oi_1, nand2_1, clkdlybuf4s50_1"
  cp-start-kind: "register"
  criticalPathCategory: "register to output port"
  path_max_fanout: 7
  endpoint_kind: "output port"
  worstPathArrival_ps: 2350
  required_ps: 2880
  max_stage_delay_ps: 510
  rr_endpoint: "rptr_empty.rempty$_DFF_PN1_"
  cp_slowest_cell: "mux4_2"
  r2r_slack_ps: 1380
power:
  ir_drop_mv: 0.891
  power.density_mw_per_mm2: 869
  p_leak_nw: 2.68
final_layout:
  fillCellCount: 893
  drive_gt1_share_pct: 23.5
  fin_util_pct: 62.1
  area_delta_synth_final_pct: 19.3
job:
  tool_warnings: 26
  maxCapViolCount: 0
routing:
  wl_per_cell_um: 21.2
  via_per_inst: 5.53
  routed_wl_um: 11800
  drt_first_iter_violations: 185
  via_count: 3071
  postRouteAntennaNets: 0
  dr.pass1.iters: 4
  n_antenna_cell: 0
  drc_errors: 0
clock_network:
  cts_tree: "built"
  post_cts_resized: 0
  hold_buffers: 0
  cts_sinks: 168
  cts_setup_buffers: 0
  clk_pin_slew_ps: 50
placement:
  hpwl_um: 7320
  dp_slack_ps: 668
  io_buffers: 22
  gp_congestion: 0.762
timing:
  tightest_slew_ps: 703
  setup_violations: 0
  maxSlewViolCount: 0
  skew_ps: 7.14
  maxSlewHeadroom_pct: 53.0
  hold_viol_final: 0
  setup_tns_ps: 0
  rsz0062_at_grt: "false"
  fin_ws_ps: 527
run_status:
  status: "complete, no violations"
==> stage by stage <==
| stage | hold slack (ps) | power (W) | cell area (µm²) | cells |
|---|---|---|---|---|
| final | 188 | 0.00660 | 7590 | 555 |
| after global routing | 183 | 0.00696 | 7590 | 555 |
| after CTS | 175 | 0.00669 | 7590 | 555 |
| after detailed placement | 335 | 0.00468 | 6920 | 519 |
| after global placement | 332 | 0.00469 | 6920 | 519 |
| after floorplan | 331 | 0.00395 | 6360 | 322 |
==> sequential cells by signal, summed over array words and instances, names as in the netlist <==
register	count
fifomem.mem	128
rptr_empty.rptr	5
sync_r2w.q1	5
sync_r2w.q2	5
sync_w2r.q1	5
sync_w2r.q2	5
wptr_full.wptr	5
rptr_empty.rbin	4
wptr_full.wbin	4
rptr_empty.rempty	1
wptr_full.wfull	1
==> power breakdown <==
group | leakage, nW | switching, W | internal [W]
Clock | 0.326 | 0.000723 | 0.00124
Sequential | 1.63 | 0.000217 | 0.00249
Combinational | 0.730 | 0.000935 | 0.000994
Total | 2.68 | 0.00187 | 0.00472
==> cell usage in the layout (no fill, tap or decap), drive strengths merged, types with 4 or more instances in the layout <==
cell and n:
nand2 13, edfxtp 128, mux4 32, clkinv 7, xnor2 10, a22oi 16
nor3 4, clkbuf 22, inv 8, clkdlybuf4s50 22, or3 5, nand3 8
dfrtp 39, buf 22, xor2 13, nor2 15, ha 4
==> how the worst max path moves through the flow <==
stage                 slack [ps]        to  depth (start not counted)                         start
final                        530  rdata[4]                          5  rptr_empty.rbin[0]$_DFF_PN0_
after global routing         340  rdata[7]                          5  rptr_empty.rbin[0]$_DFF_PN0_
after CTS                    480  rdata[7]                          5  rptr_empty.rbin[0]$_DFF_PN0_
==> cells in the mapped netlist, types with 5 or more instances <==
master,n
xnor2_1,9
edfxtp_1,128
clkbuf_1,5
buf_2,9
mux4_2,32
nand3_1,8
nand2_1,13
dfrtp_1,39
xor2_1,13
a22oi_1,16
or3_1,5
inv_1,6
nor2_1,15
==> metal layers <==
| layer | vias to the layer above | part of all wire, % | global-route usage [%] |
|---|---|---|---|
| li1 | 1363 | - | - |
| met1 | 1558 | 43 | 38.1 |
| met2 | 135 | 46 | 30.3 |
| met3 | 15 | 10 | 11.2 |
| met4 | 0 | 1.6 | 2.86 |
| met5 | - | 0 | 0 |
==> critical path: cells and delay by family, from the launching register on <==
| kind | cells | cell delay (ps) |
|---|---|---|
| AND-OR/OR-AND | 1 | 350 |
| buffers and inverters | 2 | 650 |
| flip-flops | 1 | 490 |
| multiplexers | 1 | 510 |
| AND/OR/NAND/NOR | 1 | 120 |
==> kinds of logic after synthesis <==
family	count (synthesis)	share of synthesized area, %
buffers and inverters	21	1.42
AND-OR/OR-AND	19	2.38
adder cells (fa/ha/maj)	4	0.787
multiplexers	32	11.3
AND/OR/NAND/NOR	53	3.89
flip-flops	168	76.2
XOR/XNOR	25	4.01
==> area by class of cell <==
cell class,instances,area (µm²),area share (%)
Timing Repair Buffer,44,410,5.41
Sequential cell,168,4850,63.9
Inverter,6,22.5,0.297
Clock inverter,14,164,2.16
Multi-Input combinational cell,133,1430,18.8
Tap cell,168,210,2.77
Clock buffer,22,508,6.70
Power is estimated from default activity; no workload was simulated.
